$ cat /design/flow/design.v
module keyboard(
    input clk,
	input clrn,
	input ps2_clk,
	input ps2_data,
	output reg [7:0] key_count,
	output reg [7:0] cur_key,
	output [7:0] ascii_key);
    wire ready;
    reg ispressed, relkey;
    wire [7:0] data;
scancode_ram myram(clk, cur_key, ascii_key);
ps2_keyboard mykey(clk, clrn, ps2_clk, ps2_data, data, ready, 1'b0, overflow);
    always @(posedge clk)
        if (!clrn)
            relkey <= 0;
        else if(ready)
            relkey <= (data == 8'hF0);
    always @(posedge clk) begin
        if (!clrn) begin
            ispressed <= 0;
            key_count <= 0;
            cur_key <= 0;
        end
        else if (ready)
            if (relkey) begin
                ispressed <= 0;
                cur_key <= 0;
            end
            else if (data != 8'hF0)
                if(!ispressed) begin
                    ispressed <= 1;
                    cur_key <= data;
                    key_count <= key_count + 1;
                end
    end
endmodule
module ps2_keyboard(clk,clrn,ps2_clk,ps2_data,data,ready,nextdata_n,overflow);
    input clk,clrn,ps2_clk,ps2_data;
	 input nextdata_n;
    output [7:0] data;
    output reg ready;
    output reg overflow;      
    reg [9:0] buffer;         
    reg [7:0] fifo[7:0];      
	 reg [2:0] w_ptr,r_ptr;    
    reg [3:0] count;   
    reg [2:0] ps2_clk_sync;
    always @(posedge clk) begin
        ps2_clk_sync <=  {ps2_clk_sync[1:0],ps2_clk};
    end
    wire sampling = ps2_clk_sync[2] & ~ps2_clk_sync[1];
    always @(posedge clk) begin
        if (clrn == 0) begin  
            count <= 0; w_ptr <= 0; r_ptr <= 0; overflow <= 0; ready<= 0;
        end 
		else if (sampling) begin
            if (count == 4'd10) begin
                if ((buffer[0] == 0) &&   
                    (ps2_data)       &&   
                    (^buffer[9:1])) begin       
                    fifo[w_ptr] <= buffer[8:1];   
                    w_ptr <= w_ptr+3'b1;
                    ready <= 1'b1;
                    overflow <= overflow | (r_ptr == (w_ptr + 3'b1));
                end
                count <= 0;      
            end else begin
                buffer[count] <= ps2_data;   
                count <= count + 3'b1;
            end      
        end
        if ( ready ) begin  
				if(nextdata_n == 1'b0)  
				begin
				   r_ptr <= r_ptr + 3'b1; 
					if(w_ptr==(r_ptr+1'b1))  
					     ready <= 1'b0;
				end           
        end
    end
    assign data = fifo[r_ptr];
endmodule 
module scancode_ram(clk, addr,outdata);
input clk;
input [7:0] addr;
output reg [7:0] outdata;
reg [7:0] ascii_tab[255:0];
always @(posedge clk)
begin
      outdata <= ascii_tab[addr];
end
endmodule
$ cat /design/flow/run.sh
#!/bin/bash
# OpenROAD 26Q1-2900-gdf79404cd8, Yosys 0.63+post, stock flow scripts
make -C /OpenROAD-flow-scripts/flow DESIGN_CONFIG=/design/flow/config.mk WORK_HOME=/design/flow/orfs finish
$ cat /design/flow/config.mk
export PLATFORM = sky130hd
export DESIGN_NAME = keyboard
export DESIGN_NICKNAME = keyboard
export VERILOG_FILES = /design/flow/design.v
export SDC_FILE = /design/flow/constraint.sdc
export NUM_CORES = 4
export LEC_CHECK = 1
export CORE_UTILIZATION = 50
$ cat /design/flow/constraint.sdc
current_design keyboard

set clk_period 4.8
set clk_io_pct 0.2

create_clock -name clk0 -period $clk_period [get_ports {clk}]

set non_clock_inputs [all_inputs -no_clocks]
set_input_delay [expr $clk_period * $clk_io_pct] -clock clk0 $non_clock_inputs
set_output_delay [expr $clk_period * $clk_io_pct] -clock clk0 [all_outputs]
==> Slide: Implementation Results <==
Physical Implementation Snapshot

Status
  – Status: complete, no violations

Job
  – Max Cap Violations: 0
  – Tool warnings: 29

Synth
  – Main logic family: simple AND/OR/NAND/NOR gates
  – EDFF count, synth: 77
  – Share of flip-flops with an asynchronous set or reset: 0%
  – Top_reg_cell synth: edfxtp_1
  – Area fraction in mux cells: 12.2%
  – Synth Warn #: 4
  – Area leader share: 47.3%
  – Post-synth regs: 109
  – Yosys cell count: 356
  – Yosys top cell by area: edfxtp_1
  – Post-synth seq share: 60.4%
  – Aoi share: 7.27%
  – Top-count cell post-synth: edfxtp_1
  – Basic Gates by Area: 12.4%
  – Synth cell count leaders: edfxtp_1, nand2_1, dfxtp_1
  – Yosys cell types: 52
  – Synth Area per Inst: 13.7 µm²
  – Post-synth design cell area: 4890 µm²
  – Adder share: 2.05%
  – Cells after synthesis: 356
  – Yosys chip area: 4890 µm²
  – Largest cells by area after synthesis: edfxtp_1, dfxtp_1, mux4_2, nand2_1, mux2i_1
  – Xor+xnor area frac: 2.43%

Worst setup path
  – Reg2Reg Setup Slack: 2.02 ns
  – CP Launch Point: ps2_data
  – CP Cell Sequence: clkdlybuf4s50_1 -> nor4b_1 -> nand3_1 -> nor2_1
  – R2r startpoint: mykey.count[0]
  – Largest stage delay, worst path: 0.59 ns
  – Slowest stage cell, crit path: clkdlybuf4s50_1
  – Worst Path Required: 4.80 ns
  – R2r endpoint: mykey.fifo[1][4]
  – Worst setup EP type: register
  – Startpoint Class: input port
  – Worst Setup EP: mykey.fifo[2][2]
  – Crit Path Category: in2reg
  – CP Max Fanout: 8
  – Critical path data arrival time: 2.82 ns
  – FF-to-FF path depth: 7

STA
  – Final hold violations: 0
  – Fmax achieved: 0.354 GHz
  – Final Max Slew Viols: 0
  – Crit path time final: 2.83 ns
  – Hold Slack: 0.339 ns
  – Tcrit/Tclk final: 58.9%
  – Sum of negative setup slack: 0 ns
  – Rel. slew slack: 44.5%
  – # setup viols final: 0
  – Worst setup margin: 1.97 ns
  – Clk_skew: 0.00913 ns
  – RSZ-0062 raised after global routing: no
  – Slew @ Worst Pin: 0.830 ns

Route
  – Post-Route WL: 9010 µm
  – DR iter-0 viols: 98
  – Vias per cell: 5.44
  – Drt drc: 0
  – Ant diodes: 0
  – Via count: 2795
  – Antenna-violating nets left: 0
  – Avg WL per Cell: 17.5 µm
  – DRT Pass-1 Iters: 6

Finish
  – Share of layout cells above drive strength 1: 13.5%
  – Syn-to-layout area delta: 10.3%

Clock tree
  – Sinks on Clock Net: 109
  – CTS tree: yes
  – H-tree depth: 3
  – Post-cts sizing count: 0
  – Worst-Skew Late Latency: 0.36 ns
  – Post-CTS setup buffers: 0
  – CTS Buf Count: 9
  – Clk slew on worst S/H paths: 0.09 ns
  – Root Driver: clkbuf_8
  – Clk buf depth: 2
  – Hold_buf cts: 0

Die
  – Core area: 9370 µm²
  – Floorplan Utilization: 52.1%
  – Die width: 101 µm
  – I/O pins: 28
  – Die ar.: 10200 µm²
  – Die Height: 101 µm
  – # rows: 35

Hold path
  – Hold Crit Class: reg2reg

GRT
  – Total congestion overflow: 0
  – Initial antenna violation count: 0
  – Global-route wire length before repair: 14300 µm
  – Largest net degree at the start of global routing: 26
  – Tot GR Track Use: 20.2%
  – Vias in the first global route: 2674

Power
  – Cell Pwr Density: 310 nW/µm²
  – P_leak: 1.82 nW
  – Max VDD drop: 130 µV

Placed design
  – Hpwl dp: 6360 µm
  – Port Buffer Count: 19
  – RePlAce Congestion: 0.839
  – Dpl ws: 1.63 ns
==> worst min-delay path by stage <==
stage	start	to	slack, ns	cells past startpoint
after CTS	mykey.ps2_clk_sync[0]	mykey.ps2_clk_sync[1]	0.34	0
after global routing	mykey.ps2_clk_sync[0]	mykey.ps2_clk_sync[1]	0.36	0
final	mykey.ps2_clk_sync[0]	mykey.ps2_clk_sync[1]	0.34	0
==> metal layers <==
metal  up-vias  routed length (µm)  GRT usage (%)
met5         -                   0              0
met2        60                4130           29.5
met4         0                 115           2.23
li1       1381                   -              -
met1      1344                4250           33.7
met3        10                 506           6.63
==> stage by stage <==
stage / instances / area, µm² / power (mW) / util, %
final: 514 / 5390 / 1.67 / 57.5
after global routing: 514 / 5390 / 1.72 / 57.5
after CTS: 514 / 5390 / 1.68 / 57.5
after detailed placement: 499 / 5190 / 1.11 / 55.3
after global placement: 499 / 5190 / 1.11 / 55.3
after floorplan: 363 / 4910 / 1.10 / -
==> worst max-delay path: cells and delay by family <==
family,cells,cell delay [ns]
buf+inv,1,0.59
simple gates,3,1.26
==> logic make-up after synthesis <==
kind of cell	count (synthesis)
AOI/OAI and AO/OA	51
DFF	109
xor gates and xnor gates	12
muxes	38
and+or+nand+nor	112
buffers and inverters	25
adders and majority gates	8
other	1
==> registers in the layout, summed over array words and instances (netlist names), named ones only <==
| name | flops |
|---|---|
| mykey.r_ptr | 3 |
| mykey.buffer | 10 |
| key_count | 8 |
| mykey.ready | 1 |
| cur_key | 8 |
| relkey | 1 |
| mykey.w_ptr | 3 |
| mykey.fifo | 64 |
| mykey.ps2_clk_sync | 3 |
| ispressed | 1 |
| mykey.count | 4 |
==> cell usage in the layout, fill, tap and decap left out, types with 4 or more instances in the layout <==
master / synthesis / layout
o21ai_1: 7 / 7
dfxtp_1: 32 / 32
o22ai_1: 5 / 5
a21oi_2: 7 / 7
a22o_1: 7 / 7
mux4_2: 16 / 16
clkdlybuf4s50_1: 0 / 19
and3_1: 8 / 8
xor2_1: 6 / 6
nand3_1: 11 / 11
conb_1: 1 / 8
xnor2_1: 5 / 5
nand2b_1: 11 / 11
nor2b_1: 5 / 5
nand2_1: 39 / 39
nand4_1: 4 / 4
clkbuf_8: 0 / 9
edfxtp_1: 77 / 77
ha_1: 8 / 8
mux2i_1: 13 / 13
mux2_1: 5 / 5
inv_1: 4 / 4
a21oi_1: 13 / 13
buf_4: 9 / 7
nor2_1: 10 / 10
==> final cells by class <==
cell class | instances | area (µm²)
fillers | 809 | 3980
flip-flops and latches | 109 | 2950
multi-input cells | 229 | 1810
repair buffers | 26 | 243
well taps | 129 | 161
clock buffers | 11 | 131
clock inverters | 4 | 73.8
inverters | 6 | 22.5
==> where the power goes <==
group          total, mW  internal, mW  switching (mW)
Combinational     0.0721        0.0318          0.0403
Clock              0.580         0.292           0.288
Sequential          1.02          1.00          0.0128
Total               1.67          1.33           0.341
No activity file was given, so power comes from the tool's default toggle rates.
