$ cat flow/design.v
module clz(
 input [31:0] in,
 output [4:0] out,
 output zero
);
assign out[4]=~|(in & ((32'hFFFF0000) >> ({1'b0,   1'b0,   1'b0,   1'b0,   1'b0})));
assign out[3]=~|(in & ((32'hFF000000) >> ({out[4], 1'b0,   1'b0,   1'b0,   1'b0})));
assign out[2]=~|(in & ((32'hF0000000) >> ({out[4], out[3], 1'b0,   1'b0,   1'b0})));
assign out[1]=~|(in & ((32'hC0000000) >> ({out[4], out[3], out[2], 1'b0,   1'b0})));
assign out[0]=~|(in & ((32'h80000000) >> ({out[4], out[3], out[2], out[1], 1'b0})));
assign zero = ~|in;
endmodule
$ cat flow/run.sh
#!/bin/bash
# OpenROAD 26Q1-2900-gdf79404cd8, Yosys 0.63+post, stock flow scripts
make -C /OpenROAD-flow-scripts/flow DESIGN_CONFIG=/design/flow/config.mk WORK_HOME=/design/flow/orfs finish
$ cat flow/config.mk
export PLATFORM = sky130hd
export DESIGN_NAME = clz
export DESIGN_NICKNAME = clz
export VERILOG_FILES = /design/flow/design.v
export SDC_FILE = /design/flow/constraint.sdc
export NUM_CORES = 4
export LEC_CHECK = 1
export CORE_AREA = 10 10 70 70
export DIE_AREA = 0 0 80 80
$ cat flow/constraint.sdc
current_design clz

set clk_period 9.0
set clk_io_pct 0.2

create_clock -name clk0 -period $clk_period

set non_clock_inputs [all_inputs -no_clocks]
set_input_delay [expr $clk_period * $clk_io_pct] -clock clk0 $non_clock_inputs
set_output_delay [expr $clk_period * $clk_io_pct] -clock clk0 [all_outputs]
==> out/qor_table.md <==
| Item | This run | Unit |
|:---|:---|:---|
| Port bufs | 38 | - |
| Max transition margin | 61.9 | % |
| Part of the cycle the worst path needs | 69.7 | % |
| Sequential share of power | 0 | % |
| Setup bufs post-CTS | 0 | - |
| Die height | 80 | um |
| Clock network fraction of design power | 0 | % |
| Floorplan Utilization | 12.7 | % |
| Num rows | 21 | - |
| Status | finished, final reports clean | - |
| Total count of max-transition violations in the final report | 0 | - |
| Number of buffers inserted for hold repair after clock tree synthesis | 0 | - |
| Critical Path End Type | output port | - |
| Register area share after synthesis | 0 | % |
| Warnings from Yosys | 0 | - |
| Critical Path AT | 4480 | ps |
| Detail Placement HPWL | 1870 | um |
| Total area of sequential cells | 0 | um2 |
| Core area | 3420 | um2 |
| Largest stage delay on the critical path | 580 | ps |
| Buffering stage count on the worst path with inverters included | 2 | - |
| Average footprint of a synthesized cell | 7.24 | um2 |
| Antenna violations before repair | 0 | - |
| RSZ-0062 raised after global routing | false | - |
| Number of cell instances after yosys synthesis | 60 | - |
| Number of cells produced by synthesis | 60 | - |
| Per-cell via count in the routed design | 4.38 | - |
| Final hold violations | 0 | - |
| Cell resize tally after clock tree synthesis | 0 | - |
| P_leak | 0.283 | nW |
| GRT Total Usage | 6.35 | % |
| Proportion of power drawn by combinational gates | 100.0 | % |
| Total cell area reported by yosys after synthesis | 434 | um2 |
| Largest delay share family, worst path | buffers and inverters | - |
| Worst slew pin tran | 566 | ps |
| Global placement routability congestion | 0.866 | - |
| Vias in the first global route | 672 | - |
| Pin count of the biggest net entering global routing | 9 | - |
| Horiz. Die Dim | 80 | um |
| Fin worst setup slack | 2720 | ps |
| Num sequential | 0 | - |
| IR drop worst, VDD | 13.0 | uV |
| Number of violations reported at the end of detailed-routing iteration 0 | 41 | - |
| Antenna violation net count after detailed routing | 0 | - |
| Final core area utilization | 25.2 | % |
| Clock buffer count in the final layout | 0 | - |
| Pre-CTS WS | 2730 | ps |
| DRC errors left | 0 | - |
| Number of max-cap violations | 0 | - |
| Required time reported for the critical path endpoint | 7200 | ps |
| Critical setup path kind | input port to output port | - |
| Aggregate routed wire length | 2100 | um |
| Count of boundary I/O pins | 38 | - |
| Sum of overflow across all layers after global routing | 0 | - |
| Cell variety after synth | 32 | - |
| Detailed-routing iteration count for the pre-antenna-repair pass | 4 | - |
| Cell-by-cell trace of the critical path | clkdlybuf4s50_1 > or4_4 > nor2_2 > a21o_1 > nor2_1 > o31a_1 > o32ai_2 > clkdlybuf4s50_1 | - |
| Global-route wire length before repair | 3330 | um |
| Total net switching power | 0.0000103 | W |
| Share of post-route cells with drive strength above 1 | 10.3 | % |
| Diodes inserted | 0 | - |
| Crit start category | input port | - |
| Netlist Area Pre-Place | 434 | um2 |
| Slowest cell on the critical path | sky130_fd_sc_hd__or4_4 | - |
| Fraction of power spent switching nets | 36.9 | % |
| Chip area | 6400 | um2 |
| Number of warning messages in the logs | 32 | - |
| Placed instance area | 861 | um2 |
| Vias post-DR | 627 | - |
| Worst hold path class | input port to output port | - |
| Cell depth of the worst hold path | 4 | - |
| Design internal power | 0.0000175 | W |
| Stages on worst setup path | 8 | - |
| Layout-stage area growth over the synthesis result | 98.3 | % |
| Post-route minimum period | 6280 | ps |
| Final setup viols | 0 | - |
| Wire per inst | 14.7 | um |
| Pwr/cell area | 32.3 | nW/um2 |
| Fin Setup TNS | 0 | ps |
| Most common cell on crit path | sky130_fd_sc_hd__clkdlybuf4s50_1 | - |
| Post-Layout Inst Area | 861 | um2 |
| Crit-path max FO | 8 | - |
| Achievable clock frequency | 0.159 | GHz |
synth_stat cells (2+ instances only):
master | number | area share [%]
sky130_fd_sc_hd__nor2_1 | 7 | 6.1
sky130_fd_sc_hd__nor4_1 | 6 | 8.6
sky130_fd_sc_hd__inv_1 | 4 | 3.5
sky130_fd_sc_hd__nand2_1 | 4 | 3.5
sky130_fd_sc_hd__a21oi_1 | 3 | 3.5
sky130_fd_sc_hd__nand3_1 | 3 | 3.5
sky130_fd_sc_hd__o21ai_0 | 3 | 3.5
sky130_fd_sc_hd__or4_1 | 3 | 5.2
sky130_fd_sc_hd__a311oi_1 | 2 | 4.0
sky130_fd_sc_hd__nor3_1 | 2 | 2.3
sky130_fd_sc_hd__nor4_4 | 2 | 9.8
path summary, 6_finish.rpt:
kind	slack, ps	to	start
setup / recovery	2720	out[0]	in[22]
hold / removal	4590	zero	in[0]
layout make-up:
cell class                 count  area (um2)
timing repair buffer          38         380
multi-input combinational     55         408
tap                           46        57.6
inverter                       4        15.0
fill                         385        2550
power by group through the flow:
| stage | Clock (W) | Combinational, W | Sequential, W |
|---|---|---|---|
| after CTS | 0 | 0.0000279 | 0 |
| after global routing | 0 | 0.0000302 | 0 |
| final | 0 | 0.0000278 | 0 |
kinds of logic after synthesis:
kind of cell           after synthesis  synth area share [%]
and+or+nand+nor                     33                  50.7
AOI/OAI and AO/OA                   20                  37.5
buffers and inverters                5                  6.05
muxes                                2                  5.76
layer usage:
| metal | share of wire [%] | GRT usage, % | up-vias |
|---|---|---|---|
| met5 | 0 | 0 | - |
| met4 | 0 | 0 | 0 |
| met3 | 13 | 2.95 | 0 |
| met2 | 34 | 7.95 | 35 |
| met1 | 53 | 9.89 | 267 |
| li1 | - | - | 325 |
tightest hold or removal path, delay by kind of cell:
kind | cells | cell delay (ps)
buffers and inverters | 2 | 860
and+or+nand+nor | 2 | 140
placed cells by master, fill, tap and decap left out, types with 2 or more instances in the layout:
master | netlist | final
sky130_fd_sc_hd__clkdlybuf4s50_1 | 0 | 38
sky130_fd_sc_hd__nor4_1 | 6 | 6
sky130_fd_sc_hd__inv_1 | 4 | 4
sky130_fd_sc_hd__nand3_1 | 3 | 3
sky130_fd_sc_hd__nor2_1 | 7 | 7
sky130_fd_sc_hd__nand2_1 | 4 | 4
sky130_fd_sc_hd__nor3_1 | 2 | 2
sky130_fd_sc_hd__or4_1 | 3 | 3
sky130_fd_sc_hd__a311oi_1 | 2 | 2
sky130_fd_sc_hd__a21oi_1 | 3 | 3
sky130_fd_sc_hd__o21ai_0 | 3 | 3
sky130_fd_sc_hd__nor4_4 | 2 | 2
stage by stage:
step / hold slack, ps / instances / power (W)
after CTS: 4610 / 143 / 0.0000279
after global placement: 4610 / 143 / 0.0000280
after floorplan: 3700 / 60 / 0.00000725
final: 4590 / 143 / 0.0000278
after detailed placement: 4610 / 143 / 0.0000277
after global routing: 4650 / 143 / 0.0000302
Power and IR drop assume default switching activity.
