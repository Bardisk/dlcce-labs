[/design/flow/run.sh]
#!/bin/bash
# OpenROAD 26Q1-2900-gdf79404cd8, Yosys 0.63+post, stock flow scripts
make -C /OpenROAD-flow-scripts/flow DESIGN_CONFIG=/design/flow/config.mk WORK_HOME=/design/flow/orfs finish
[/design/flow/constraint.sdc]
current_design ps2Keyboard

set clk_period 3.1
set clk_io_pct 0.2

create_clock -name clk0 -period $clk_period [get_ports {clk}]

set non_clock_inputs [all_inputs -no_clocks]
set_input_delay [expr $clk_period * $clk_io_pct] -clock clk0 $non_clock_inputs
set_output_delay [expr $clk_period * $clk_io_pct] -clock clk0 [all_outputs]
[/design/flow/design.v]
module ps2Keyboard(clk, clrn, ps2_clk, ps2_data, nextdata_n, data, ready, overflow);
    input clk, clrn, ps2_clk, ps2_data;
    input nextdata_n;
    output [7:0] data;
    output reg ready;
    output reg overflow;  
    reg [9:0] buffer;  
    reg [7:0] fifo[7:0]; 
    reg [2:0] w_ptr, r_ptr; 
    reg [3:0] count;  
    reg [2:0] ps2_clk_sync;
    always @(posedge clk)
        ps2_clk_sync <= {ps2_clk_sync[1:0], ps2_clk};
    wire sampling = ps2_clk_sync[2] & ~ps2_clk_sync[1];
    always @(posedge clk, negedge clrn)
    begin
        if (!clrn) begin  
            count <= 0;
            w_ptr <= 0;
            r_ptr <= 0;
            overflow <= 0;
            ready <= 0;
        end
        else 
        begin
            if (overflow) begin
                w_ptr <= 0;
                r_ptr <= 0;
                ready <= 0;
                overflow <= 0;
            end
            if (ready)  
                if (!nextdata_n) begin  
                    r_ptr <= r_ptr + 3'b1;
                    if (w_ptr == (r_ptr + 3'b1))  
                        ready <= 0;
                end
            if (sampling) begin
                if (count == 10) begin
                    if ((buffer[0] == 0) && (ps2_data) && (^buffer[9:1])) begin
                        fifo[w_ptr] <= buffer[8:1];  
                        w_ptr <= w_ptr + 3'b1;
                        ready <= 1;
                        overflow <= overflow | (r_ptr == (w_ptr + 3'b1));
                    end
                    count <= 0;
                end 
                else begin
                    buffer[count] <= ps2_data;  
                    count <= count + 1;
                end
            end
        end
    end
    assign data = fifo[r_ptr];  
endmodule
[/design/flow/config.mk]
export PLATFORM = sky130hd
export DESIGN_NAME = ps2Keyboard
export DESIGN_NICKNAME = ps2Keyboard
export VERILOG_FILES = /design/flow/design.v
export SDC_FILE = /design/flow/constraint.sdc
export NUM_CORES = 4
export LEC_CHECK = 1
export CORE_UTILIZATION = 40
==> summary.txt <==
Implementation results. The number of global-route vias before repair came to 2407. Mean area per synthesized cell landed at 14.2 µm². The synthesized netlist has a Yosys-reported chip area of 4070 µm². Per the synthesis report, the dominant area consumer among library cells is edfxtp_1. Total internal power landed at 0.00260 W. Relative max-transition margin landed at 64.3%. Of all flip-flops after synthesis, the portion carrying an async set or reset was 13.5%. For the worst setup path, the data required time is 2480 ps. Post-synth the commonest register cell is edfxtp_1. Dividing the detail-routed via count by the number of cells gives 5.29. Per the post-CTS timing run, clock transition at the registers of the reported paths is 90 ps. Looking at the power breakdown, the clock network takes 20.1% of the total. Switching power of the nets landed at 0.00127 W. Checking hold timing, the worst path is listed with class register to register.

Worst-margin pin slew landed at 532 ps. Once iteration 0 of detailed routing completed, the report listed 146 DRC markers. Between clock sinks in the finished design, the worst skew comes to 15.0 ps. STA classifies the critical path startpoint as a register. TritonCTS reports the number of clock sinks as 89. The die is 103 µm wide. Total number of yosys warnings landed at 2.

Post-layout instance area landed at 4830 µm². Global route total overflow landed at 0. Measured on the finished design, the core utilization comes to 49.2%. I/O pin total landed at 15. The chip occupies 10600 µm². Number of H-tree levels landed at 3. Post-route clock period utilization landed at 98.4%. Before placement the cells fill 41.5% of the core. Detailed-route wire length landed at 8000 µm. The floorplan step defined a core boundary enclosing 9820 µm². Area after detailed placement landed at 4450 µm². The flow ran to the end, and the final reports show no timing, DRC or antenna violations. Summed instance area of the synthesized netlist landed at 4070 µm². Remaining antenna violation count landed at 0. The worst setup path is of the register to output pin kind.

After layout, the worst setup slack is 48.7 ps. TritonCTS built the clock tree. After synthesis, the design contains 287 cells according to Yosys. Final standard cell count with taps included and fillers excluded landed at 460. The worst VDD IR drop from the latest analysis is 0.000334 V. The floorplan has 36 rows. The iteration count recorded for the first detailed-route pass is 7. In this run, synthesis produced a sequential element count of 89. Entering global routing, the biggest net connects 16 pins. Maximum root-to-sink buffer count landed at 2.

Setup repair after global routing could not meet its margin everywhere. Listed in order, past its start point the critical path passes ha_2, ha_4, nor4_4, nand2b_1, buf_6, mux2_2, clkdlybuf4s50_1. For the worst-skew pair, the clock arrives at the later sink with an insertion delay of 350 ps. Count of final hold-check violations landed at 0. First-pass GRT wire length landed at 12300 µm.

The slowest stage of the critical path is the clkdlybuf4s50_1 cell. Number of setup violations in the final report landed at 0. Total CTS buffers landed at 9. Floorplan die height landed at 103 µm. The routed design ends up with an antenna cell count of 0. Switching share of power landed at 32.8%.

The placement report lists the number of port buffers as 14. For this run, the total global-route usage over all layers was measured as 16.6%. Subtracting the final worst setup slack from the clock period gives 3050 ps. Number of distinct library cells after synthesis landed at 50. The main area contributors are edfxtp_1 (55%), dfrtp_1 (7.4%), ha_1 (5.5%). Number of vias after detailed routing landed at 2435. The critical path maximum fanout is 8. The share of the Yosys chip area taken by registers is 63.4%.

Total instance count after detailed placement landed at 438. Looking at the clock tree report, the root buffer type is clkbuf_8. Remaining routing DRC violations landed at 0. The layout summary lists the proportion of cells stronger than drive strength 1 as 23.5%. Share of power burned in registers landed at 38.3%. Per the synthesis report, the single largest cell type by area occupies 54.5% of cell area. Top achievable clock speed landed at 328 MHz. Maximum cell stage delay along the critical path landed at 450 ps.

Leakage dissipation landed at 1.70 nW. Signed area change from the synthesized netlist to the final layout landed at 18.5%. STA classifies the critical path endpoint as an output pin. Pins over their slew limit in the final report were tallied at 0. The synthesized design contains 74 enable-type register cells.

Total of max-cap violations landed at 0. After routing, the total negative slack on setup checks comes to 0 ps. Part of the total power dissipated in combinational logic landed at 41.6%. Power per standard cell area landed at 801 nW/µm². HPWL after detailed placement landed at 5440 µm. Number of warnings the tools reported landed at 39. Number of antenna violations at the first check in global routing landed at 0.

Number of cells produced by synthesis landed at 287. According to the timing report, the arrival time at the worst endpoint equals 2430 ps. The script logs the mean routed wire length per placed instance as 17.4 µm. Final weighted congestion of routability-driven global placement landed at 0.826.

Worst setup timing slack at the placement stage landed at 206 ps.
[power by group through the flow]
stage	Clock [W]	Combinational [W]	Sequential, W
after global routing	0.000834	0.00178	0.00150
final	0.000775	0.00161	0.00148
after CTS	0.000796	0.00146	0.00148
[area by class of cell]
cell class	instances	area, µm²
Clock buffer	9	124
Sequential cell	89	2590
Inverter	10	37.5
Tap cell	133	166
Multi-Input combinational cell	176	1520
Clock inverter	6	66.3
Fill cell	854	4990
Timing Repair Buffer	37	330
[cells in the mapped netlist, drive strengths merged, types with 7 or more instances]
master / number
o2bb2ai: 7
inv: 10
o21ai: 8
edfxtp: 74
a222oi: 8
a221oi: 10
dfrtp: 12
nand2: 17
nor2: 16
nor3: 7
clkbuf: 7
mux2: 10
a21oi: 8
nand2b: 9
ha: 18
[cells in the final DEF (no fill, tap or decap), drive strengths merged, types with 6 or more instances in the layout]
master | synthesis | layout
o2bb2ai | 7 | 7
nor3 | 7 | 7
nor2 | 16 | 16
nand2b | 9 | 9
mux2 | 10 | 10
buf | 5 | 23
clkdlybuf4s50 | 0 | 13
clkbuf | 7 | 9
nand3 | 6 | 6
a222oi | 8 | 8
edfxtp | 74 | 74
nand2 | 17 | 17
a21oi | 8 | 8
inv | 10 | 12
ha | 18 | 18
o21ai | 8 | 8
dfrtp | 12 | 12
a221oi | 10 | 10
xor2 | 6 | 6
[sequential cells by signal, indices dropped and copies added (netlist names)]
name          cells
ready             1
fifo             64
overflow          1
ps2_clk_sync      3
buffer           10
w_ptr             3
r_ptr             3
count             4
[cells by family after synthesis]
group	synth area share, %
buffers and inverters	2.12
multiplexers	3.90
AND-OR/OR-AND	10.7
adder cells (fa/ha/maj)	5.53
flip-flops	63.4
XOR/XNOR	3.50
AND/OR/NAND/NOR	10.8
[path summary, 6_finish.rpt]
check | from | end | slack [ps] | depth (start not counted)
setup / recovery | r_ptr[1] | data[4] | 50 | 7
hold / removal | ps2_clk_sync[0] | ps2_clk_sync[1] | 330 | 0
setup reg to reg | count[0] | fifo[1][6] | 600 | 7
hold reg to reg | ps2_clk_sync[0] | ps2_clk_sync[1] | 330 | 0
max in group asynchronous | clrn | r_ptr[0] | 2300 | 2
min in group asynchronous | clrn | w_ptr[1] | 620 | 2
[worst max-delay path: cells and delay by family, from the launching register on]
family / cells / cell delay [ps]
adder cells (fa/ha/maj): 2 / 380
multiplexers: 1 / 210
flip-flops: 1 / 440
AND/OR/NAND/NOR: 2 / 430
buffers and inverters: 2 / 610
[metal layers]
metal / routed length, µm / vias up / share of wire (%) / global-route usage, %
met5: 0 / - / 0 / 0
met3: 477 / 11 / 6.0 / 6.41
met2: 3660 / 62 / 46 / 25.3
li1: - / 1176 / - / -
met1: 3730 / 1186 / 47 / 24.5
met4: 132 / 0 / 1.7 / 2.71
[per-stage QoR]
step | power (W) | hold WS, ps
detailed placement | 0.00288 | 313
global placement | 0.00287 | 310
global route | 0.00411 | 346
CTS | 0.00374 | 334
finish | 0.00386 | 335
floorplan | 0.00234 | 310
[timing repair]
item                       in CTS  in global routing
setup endpoints to repair       8                  8
pin swaps                       3                  5
buffers inserted                2                  5
hold buffers                    0                  0
resized                        12                 17
Power is estimated from default activity; no workload was simulated.
