File: ./config.mk
export PLATFORM = sky130hd
export DESIGN_NAME = attendance
export DESIGN_NICKNAME = attendance
export VERILOG_FILES = /design/flow/design.v
export SDC_FILE = /design/flow/constraint.sdc
export NUM_CORES = 4
export LEC_CHECK = 1
export CORE_UTILIZATION = 40
File: ./run.sh
#!/bin/bash
# OpenROAD 26Q1-2900-gdf79404cd8, Yosys 0.63+post, stock flow scripts
make -C /OpenROAD-flow-scripts/flow DESIGN_CONFIG=/design/flow/config.mk WORK_HOME=/design/flow/orfs finish
File: ./constraint.sdc
current_design attendance

set clk_period 7.4
set clk_io_pct 0.2

create_clock -name clk0 -period $clk_period [get_ports {clk}]

set non_clock_inputs [all_inputs -no_clocks]
set_input_delay [expr $clk_period * $clk_io_pct] -clock clk0 $non_clock_inputs
set_output_delay [expr $clk_period * $clk_io_pct] -clock clk0 [all_outputs]
File: ./design.v
module attendance(
	input [127:0] name,
	input clk,
	input rst,
	input [1:0] cmd,
	output reg [127:0] dataout
);
    always @(posedge clk) begin
        if (rst) dataout <= 0;
        else if(cmd) dataout <= dataout ^ name;
    end
endmodule
==> results.sh <==
# physical design summary
export IMPL_h_tree_depth=4
export IMPL_worstPathCellList="buf_6 -> buf_4 -> o21ai_2 -> mux2_4"
export IMPL_hold_violations=0
export IMPL_use_met1=0.267
export IMPL_core_area_mm2=0.0180
export IMPL_clockBufferDepth=2
export IMPL_synth_flops=128
export IMPL_critPathKind="in2reg"
export IMPL_lay_top_count="clkdlybuf4s50_1"
export IMPL_top_regs="dataout x128"
export IMPL_grt_max_degree=91
export IMPL_worstPathRequired_ns=7.70
export IMPL_cp_slowest_stage_delay_ns=0.60
export IMPL_ys_seq_frac=0.346
export IMPL_die_x_um=138
export IMPL_crit_arrival_ns=3.22
export IMPL_drc=0
export IMPL_syn2layout_area_growth_pct=40.6
export IMPL_grt_overflow_total=0
export IMPL_end_kind="flop"
export IMPL_synth_distinct_cells=13
export IMPL_rows=49
export IMPL_syn_cell_area_mm2=0.00740
export IMPL_finalPower_uw=2190
export IMPL_fillers=1482
export IMPL_fmax_mhz=342
export IMPL_cts_hold_fix_buffers=0
export IMPL_largest_reg_flops=128
export IMPL_warnings=25
export IMPL_cellLeakagePower_uw=0.00432
export IMPL_layout_top_cells="clkdlybuf4s50_1 (256), nor2_1 (128), dfxtp_1 (128)"
export IMPL_cts_resized=0
export IMPL_worstMarginPinSlew_ns=0.856
export IMPL_postCtsSetupBuffers=0
export IMPL_grt_met3_usage=0.0634
export IMPL_cts_tree="yes"
export IMPL_use_met2=0.271
export IMPL_postRouteAntennaNets=0
export IMPL_critical_path_top_delay_family="buffers and inverters"
export IMPL_yosys_stat_area_mm2=0.00740
export IMPL_wl_per_cell_um=14.9
export IMPL_insertion_delay_ns=0.41
export IMPL_fin_skew_ns=0
export IMPL_drv_slew=0
export IMPL_final_period_utilization=0.395
export IMPL_powerDensity_mw_per_mm2=210
export IMPL_io_pins=260
export IMPL_drive_gt1_frac=0.306
export IMPL_setup_tns_final_ns=0
export IMPL_wirelength_mm=17.4
export IMPL_crit_buf_inv=2
export IMPL_clock_sinks=128
export IMPL_hold_path_class="reg2reg"
export IMPL_grt_pass1_vias=5255
export IMPL_fp_utilization=0.410
export IMPL_gp_congestion=0.799
export IMPL_finalSetupViolCount=0
export IMPL_worstPathMaxFanout=66
export IMPL_grt_first_pass_wirelength_mm=27.0
export IMPL_max_cap_violations=0
export IMPL_status="completed"
export IMPL_grt_total_usage=0.184
export IMPL_die_y_um=138
export IMPL_vias=5486
export IMPL_syn_instance_count=696
export IMPL_cts_buffers_inserted=17
export IMPL_ys_cells=696
export IMPL_n_antenna_cell=0
export IMPL_largest_register="dataout"
export IMPL_cts_reportedPaths_clkPinSlew_ns=0.06
export IMPL_vias_per_cell=4.70
export IMPL_drtPass1Iterations=4
export IMPL_busiest_layer="met2"
export IMPL_worst_setup_path_start_kind="input pin"
export IMPL_antenna_found_initial=0
export IMPL_rsz0062_at_grt="false"
export IMPL_detailed_place_hpwl_mm=11.6
export IMPL_cts_root_buf="clkbuf_16"
export IMPL_die_area_mm2=0.0190
export IMPL_min_period_ns=2.92
export IMPL_drt_iter0_drc=207
export IMPL_slew_headroom=0.429
export IMPL_peakVddDrop_uv=231
export IMPL_slowest_stage="buf_4"
export IMPL_portBuffers=259
export IMPL_ys_warn_count=1
export IMPL_avgSynthCellArea_um2=10.6
==> path summary, 6_finish.rpt <==
path                      from            to  slack (ns)  depth (start not counted)
hold reg to reg   dataout[127]  dataout[127]        0.57                          2
hold / removal    dataout[127]  dataout[127]        0.57                          2
setup reg to reg   dataout[51]   dataout[51]        6.54                          2
setup / recovery        cmd[1]   dataout[12]        4.48                          4
==> layer usage <==
| metal | vias to the layer above | share of wire |
|---|---|---|
| met2 | 161 | 0.42 |
| met4 | 0 | 0.018 |
| met5 | - | 0 |
| met1 | 2509 | 0.47 |
| li1 | 2800 | - |
| met3 | 16 | 0.086 |
==> where the power goes <==
part | switching [µW] | internal [µW] | leakage (µW)
clock | 314 | 589 | 0.000302
combinational | 146 | 328 | 0.00295
sequential | 50.3 | 761 | 0.00106
==> layout make-up <==
type | count | area [µm²] | share of cell area
Sequential cell | 128 | 2560 | 0.246
Multi-Input combinational cell | 512 | 4280 | 0.411
Clock buffer | 22 | 474 | 0.0456
Timing Repair Buffer | 265 | 2640 | 0.254
Tap cell | 229 | 287 | 0.0275
Clock inverter | 10 | 158 | 0.0152
==> stage by stage <==
step           cell area (µm²)  cells  utilization  setup slack [ns]  hold WS (ns)
3_5_place_dp              9770   1134        0.542              4.05         0.558
4_1_cts                  10400   1166        0.577              4.48         0.571
3_3_place_gp              9770   1134        0.542              4.08         0.546
2_1_floorplan             7400    696            -              5.05         0.527
5_1_grt                  10400   1166        0.577              4.35         0.594
6_report                 10400   1166        0.577              4.48         0.570
==> Yosys cell counts, drive strengths merged <==
cell type	count	share of area
and2b	12	0.012
nor2	128	0.065
dfxtp	128	0.35
clkbuf	2	0.0010
o21ai	128	0.15
buf	54	0.074
mux2	128	0.26
nor2b	116	0.098
==> worst min-delay path, cell delays in order, from the launching register on <==
cell and delay, ns:
dfxtp_1 0.31, nor2_1 0.09, mux2_2 0.14
==> kinds of logic (layout without fill, tap and decap cells) <==
group	after synthesis	in the layout	share of synthesized area
multiplexers	128	128	0.256
buffers and inverters	56	297	0.0749
AND-OR/OR-AND	128	128	0.148
AND/OR/NAND/NOR	256	256	0.175
flip-flops	128	128	0.346
Power and IR drop assume default switching activity.
