==> flow/design.v <==
module Vga_Ctr(
    input   wire                clk,
    input   wire                rst,
    output  wire    [9:0]       h_addr,
    output  wire    [9:0]       v_addr,
    output  wire                hsync,
    output  wire                vsync,
    output  wire                valid
);
    parameter h_frontporch = 96;
    parameter h_active = 144;
    parameter h_backporch = 784;
    parameter h_total = 800;
    parameter v_frontporch = 2;
    parameter v_active = 35;
    parameter v_backporch = 515;
    parameter v_total = 525;
    reg [9:0] x_cnt, y_cnt;
    wire h_valid, v_valid;
    assign h_valid = (x_cnt > h_active) & (x_cnt <= h_backporch);
    assign v_valid = (y_cnt > v_active) & (y_cnt <= v_backporch);
    assign valid = h_valid & v_valid;
    assign h_addr = h_valid ? (x_cnt - h_active - 10'b1) : {10{1'b0}};
    assign v_addr = v_valid ? (y_cnt - v_active - 10'b1) : {10{1'b0}};
    assign hsync = (x_cnt > h_frontporch);
    assign vsync = (y_cnt > v_frontporch);
    always @(posedge clk, negedge rst) begin
        if(!rst)
            x_cnt <= 1;
        else begin
            if (x_cnt == h_total)
                 x_cnt <= 1;
            else
                x_cnt <= x_cnt + 10'd1;
        end
    end
    always @(posedge clk, negedge rst) begin
        if(!rst)
            y_cnt <= 1;
        else begin
            if (y_cnt == v_total & x_cnt == h_total)
                y_cnt <= 1;
            else if (x_cnt == h_total)
                y_cnt <= y_cnt + 10'd1;
        end
    end
endmodule
==> flow/run.sh <==
#!/bin/bash
# OpenROAD 26Q1-2900-gdf79404cd8, Yosys 0.63+post, stock flow scripts
make -C /OpenROAD-flow-scripts/flow DESIGN_CONFIG=/design/flow/config.mk WORK_HOME=/design/flow/orfs finish
==> flow/config.mk <==
export PLATFORM = sky130hd
export DESIGN_NAME = Vga_Ctr
export DESIGN_NICKNAME = Vga_Ctr
export VERILOG_FILES = /design/flow/design.v
export SDC_FILE = /design/flow/constraint.sdc
export NUM_CORES = 4
export LEC_CHECK = 1
export CORE_AREA = 10 10 94 94
export DIE_AREA = 0 0 104 104
==> flow/constraint.sdc <==
current_design Vga_Ctr

set clk_period 4.3
set clk_io_pct 0.2

create_clock -name clk0 -period $clk_period [get_ports {clk}]

set non_clock_inputs [all_inputs -no_clocks]
set_input_delay [expr $clk_period * $clk_io_pct] -clock clk0 $non_clock_inputs
set_output_delay [expr $clk_period * $clk_io_pct] -clock clk0 [all_outputs]
==> run summary <==
impl run done, here's what came out: Finish-stage setup viols 0, final-report hold violation count 0, DIE AREA 10,820 um^2, placed cells 298, Mean Syn Cell Area 8.390 um^2, slowest cell delay on critical path 0.49 ns, Setup CP Type reg -> out, YS warnings 1, CP Buf/Inv Count 2, Worst path slowest cell clkdlybuf4s50_1, post-CTS sizing 0, Pins Over Slew Limit 0, Synth flops 20, hold path startpoint x_cnt[0], Top cell area share 28.26%, Clock Pin Slew Worst Setup and Hold Paths 0.07 ns, fillers 758, CTS Buf Count 3, Critical Path RT 3.44 ns, Max IR drop VDD 91.46 uV, # Cells Yosys 190, leading area contributor after synthesis dfrtp_1, Synth area leaders dfrtp_1 (28%), xnor2_1 (9.9%), ha_1 (7.1%), initial antenna violation count 0, Sink Count 20, Post-CTS Setup Inserts 0, via count 1,322, HP Class reg -> reg, Post-CTS Hold Buffers 0, status finished clean, first-pass GRT wire length 6.051 mm, Seq/Total Area, Yosys 31.55%, Pwr Density 160.1 nW/um^2, CTS tree done, critical path startpoint x_cnt[1], FF-to-FF Start x_cnt[1], Synth Instances 190, Tot GR Track Use 6.523%, DRT iter0 DRCs 87, grt ovf 0, Clock Path Buffers 2, Worst Setup Start Kind register, setup TNS 0 ns, maximum clock rate 296.3 MHz, Synth cell types 45, Die Wd 104 um, Log Warnings 31, Routability Congestion 0.7748, post-layout min period 3.375 ns, cell family with most CP delay buffers and inverters, Core Util, Final 28.37%, largest net degree at the start of global routing 21, Area growth, synth to finish 21.59%, # H-tree levels 1, critical-path cell list inv_1 -> ha_1 -> or3b_4 -> a2111oi_4 -> nor2_4 -> a211oi_2 -> clkdlybuf4s50_1, CP arrival 2.51 ns, fraction of layout cells with a size suffix above 1 7.317%, Core Rows 30, WL/cell 11.87 um, Worst setup EP type output pin, IO buf count 24, antenna violation net count after detailed routing 0, drt drc 0, vias per std cell 4.392, period utilisation layout 78.49%, clk_skew 0.004023 ns, main flop type dfrtp_1, IO Count 25, Worst-Margin Slew 0.6740 ns, Cell Area, Synth 1594 um^2, Yosys Chip Area 1594 um^2, Initial DRT Pass Iterations 4, Worst slew margin 54.48%, floorplan utilization 23.33%, RSZ-0062 raised after global routing false, Max Cap Viol 0, HPWL Detailed 2.730 mm, routed wire length 3.572 mm, Die Ht 104 um, ANT cells 0, post-route non-filler standard cell count 301, Post-synth EDFFs 0, ys async rst share 100.0%, Lkg Pwr 0.7743 nW, core area 6832 um^2, Root Buffer clkbuf_8, Latency at later pin 0.25 ns, Crit Path Max Fanout 10, number of global-route vias before repair 1,186
## per-stage QoR
stage          worst slack, ns  power [mW]  cell area [um^2]  hold slack [ns]
6_report                0.9251      0.3103              1938           0.4940
5_1_grt                 0.7494      0.3269              1938           0.5227
4_1_cts                 0.8943      0.3175              1938           0.4983
3_5_place_dp             1.190      0.1970              1897           0.4820
3_3_place_gp             1.206      0.1970              1897           0.4827
2_1_floorplan            1.811      0.1917              1594           0.4639
## kinds of logic after synthesis
family / synth area share [%]
compound gates: 13.34
simple gates: 29.59
xor+xnor: 11.54
buf+inv: 6.201
mux: 0.7064
flops: 31.55
fa+ha+maj: 7.064
## cell usage after synthesis, types with 2 or more instances
cell type,n
or3_1,3
or2_2,2
and3b_1,2
and2_1,2
and3_1,2
a21oi_1,7
ha_1,9
nor4_1,2
a22o_1,2
buf_2,7
clkbuf_1,5
dfstp_2,2
nand3_1,10
o21ai_0,9
nand2_1,13
nor2b_1,3
nand4_1,3
xor2_1,3
inv_1,9
nand2b_1,3
nor3_1,5
xnor2_1,18
and4_1,3
dfrtp_1,18
nor2_1,28
## final timing paths
| kind | to | slack (ns) | depth (start not counted) |
|---|---|---|---|
| worst max-delay path | h_addr[8] | 0.93 | 7 |
| worst min-delay path | x_cnt[0] | 0.49 | 1 |
| worst max register to register | y_cnt[8] | 2.26 | 6 |
| worst min register to register | x_cnt[0] | 0.49 | 1 |
| max in group asynchronous | y_cnt[0] | 3.08 | 2 |
| min in group asynchronous | x_cnt[3] | 0.95 | 2 |
## placed cells by master (no fill, tap or decap), drive strengths merged, types with 2 or more instances in the layout
cell	netlist	layout
and3b	2	2
nand2	13	13
nor3	5	5
a21oi	7	7
nor2	29	29
a22o	2	2
nand2b	3	3
nand3	10	10
ha	9	9
nand4	3	3
and2	2	2
clkbuf	5	3
or3	3	3
nor4	2	2
dfrtp	18	18
clkdlybuf4s50	0	24
o21ai	9	9
dfstp	2	2
and4	3	3
xor2	3	3
nor2b	3	3
a211oi	2	2
inv	9	9
and3	2	2
or2	2	2
xnor2	18	18
## sequential cells by signal, indices dropped and copies added (netlist names)
register and cells:
x_cnt 10, y_cnt 10
## final cells by class
type	instances	area [um^2]	share of cell area [%]
multi-input combinational	148	992.2	51.19
sequential	20	503.0	25.95
timing repair buffer	25	247.7	12.78
tap	96	120.1	6.198
clock buffer	3	41.29	2.130
inverter	9	33.78	1.743
## report_power, final
group          internal, mW  total, mW  switching (mW)
logic               0.00140    0.00503         0.00363
clock network        0.0622      0.117          0.0548
registers             0.188      0.188               0
total                 0.252      0.310          0.0584
## layer usage
layer  vias to the layer above  global-route usage [%]  wire, um  part of all wire, %
li1                        684                       -         -                    -
met1                       625                   8.955      1682                   47
met2                        13                   10.68      1766                   49
met3                         0                   1.629       123                  3.4
met4                         0                  0.1988         0                    0
met5                         -                       0         0                    0
Power and IR drop assume default switching activity.
